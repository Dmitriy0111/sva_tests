===== /design/flow/run.sh =====
#!/bin/bash
# OpenROAD 26Q1-2900-gdf79404cd8, Yosys 0.63+post, stock flow scripts
make -C /OpenROAD-flow-scripts/flow DESIGN_CONFIG=/design/flow/config.mk WORK_HOME=/design/flow/orfs finish

===== /design/flow/config.mk =====
export PLATFORM = sky130hd
export DESIGN_NAME = spi_master
export DESIGN_NICKNAME = spi_master
export VERILOG_FILES = /design/flow/design.v
export SDC_FILE = /design/flow/constraint.sdc
export NUM_CORES = 4
export LEC_CHECK = 1
export CORE_UTILIZATION = 30
export SYNTH_HDL_FRONTEND = slang

===== /design/flow/constraint.sdc =====
current_design spi_master

set clk_period 2.8
set clk_io_pct 0.2

create_clock -name clk0 -period $clk_period [get_ports {clk}]

set non_clock_inputs [all_inputs -no_clocks]
set_input_delay [expr $clk_period * $clk_io_pct] -clock clk0 $non_clock_inputs
set_output_delay [expr $clk_period * $clk_io_pct] -clock clk0 [all_outputs]

===== /design/flow/design.v =====
module spi_master
(
    input   logic   [0 : 0]     clk,        
    input   logic   [0 : 0]     resetn,     
    input   logic   [7 : 0]     comp,       
    input   logic   [0 : 0]     cpol,   
    input   logic   [0 : 0]     cpha,   
    input   logic   [1 : 0]     tr_en,  
    input   logic   [0 : 0]     msb_lsb,    
    input   logic   [7 : 0]     tx_data,    
    output  logic   [7 : 0]     rx_data,    
    input   logic   [0 : 0]     tx_req, 
    output  logic   [0 : 0]     tx_req_ack,
    output  logic   [0 : 0]     sck,
    output  logic   [0 : 0]     cs,
    output  logic   [0 : 0]     sdo,
    input   logic   [0 : 0]     sdi
);
    logic   [7 : 0]     data_int;
    logic   [0 : 0]     cpol_int;
    logic   [0 : 0]     cpha_int;
    logic   [7 : 0]     comp_int;
    logic   [0 : 0]     msb_lsb_int;
    logic   [7 : 0]     comp_c;
    logic   [3 : 0]     bit_c;
    logic   [0 : 0]     sck_int;
    logic   [0 : 0]     idle2tr;
    logic   [0 : 0]     tr2post_tr;
    logic   [0 : 0]     post_tr2wait;
    logic   [0 : 0]     wait2idle;
    enum
    logic   [2 : 0]     { IDLE_s, TRANSMIT_s, POST_TR_s, WAIT_s } state, next_state;
    assign idle2tr      = tx_req == '1;
    assign tr2post_tr   = (comp_c >= comp_int) && (bit_c == 15);
    assign post_tr2wait = (comp_c >= comp_int);
    assign wait2idle    = tx_req == '0;
    assign sck = sck_int ^ cpol_int;
    assign rx_data = data_int;
    always_ff @(posedge clk, negedge resetn)
        if( !resetn )
            state <= IDLE_s;
        else
            state <= tr_en ? next_state : IDLE_s;
    always_comb
    begin
        next_state = state;
        case( state )
            IDLE_s      : next_state = idle2tr      ? TRANSMIT_s : state;
            TRANSMIT_s  : next_state = tr2post_tr   ? POST_TR_s  : state;
            POST_TR_s   : next_state = post_tr2wait ? WAIT_s     : state;
            WAIT_s      : next_state = wait2idle    ? IDLE_s     : state;
            default     : next_state = IDLE_s;
        endcase
    end
    always_ff @(posedge clk, negedge resetn)
    begin
        if( !resetn )
        begin
            data_int <= '0;
            cpol_int <= '0;
            cpha_int <= '0;
            comp_int <= '0;
            comp_c <= '0;
            bit_c <= '0;
            tx_req_ack <= '0;
            sck_int <= '0;
            cs <= '1;
            sdo <= '1;
            msb_lsb_int <= '0;
        end
        else
        begin
            if( tr_en )
                case( state )
                    IDLE_s      :
                        begin
                            if( idle2tr )
                            begin
                                cpol_int <= cpol;
                                cpha_int <= cpha;
                                data_int <= tx_data;
                                comp_int <= comp;
                                msb_lsb_int <= msb_lsb;
                            end
                        end
                    TRANSMIT_s  :
                        begin
                            cs <= '0;
                            comp_c <= comp_c + 1'b1;
                            if( ( ~ cpha_int ) && ( comp_c == '0 ) )
                            begin
                                if( ~bit_c[0] )
                                    sdo <= msb_lsb_int ? data_int[7] : data_int[0];
                                else
                                    data_int <= msb_lsb_int ? { data_int[6 : 0] , sdi } : { sdi , data_int[7 : 1] };
                            end
                            else if( cpha_int && ( comp_c >= comp_int ) )
                            begin
                                if( ~bit_c[0] )
                                    sdo <= msb_lsb_int ? data_int[7] : data_int[0];
                                else
                                    data_int <= msb_lsb_int ? { data_int[6 : 0] , sdi } : { sdi , data_int[7 : 1] };
                            end
                            if( comp_c >= comp_int )
                            begin
                                sck_int <= ~ sck_int;
                                bit_c <= bit_c + 1'b1;
                                comp_c <= '0;
                                if( tr2post_tr )
                                    bit_c <= '0;
                            end
                        end
                    POST_TR_s   :
                        begin
                            comp_c <= comp_c + 1'b1;
                            if( post_tr2wait )
                            begin
                                comp_c <= '0;
                            end
                        end
                    WAIT_s      :
                        begin
                            cs <= '1;
                            tx_req_ack <= '1;
                            if( wait2idle )
                                tx_req_ack <= '0;
                        end
                    default     : ;
                endcase
            else
            begin
                data_int <= '0;
                cpol_int <= '0;
                cpha_int <= '0;
                comp_int <= '0;
                comp_c <= '0;
                bit_c <= '0;
                tx_req_ack <= '0;
                sck_int <= '0;
                cs <= '1;
                sdo <= '1;
                msb_lsb_int <= '0;
            end
        end
    end
    property rst_test_p(test_v,comp_v);
        @(posedge clk) ( !resetn ) |=> ( test_v == comp_v );
    endproperty : rst_test_p
    property unk_test_p(test_v);
        @(posedge clk) disable iff( !resetn || !tr_en )
        ( tx_req && ( state == IDLE_s ) ) |=> ( ! $isunknown(test_v) );
    endproperty : unk_test_p
    property state_change_p(c_state,cond,n_state);
        @(posedge clk) disable iff( !resetn || !tr_en )
        ( ( state == c_state ) && ( cond == '1 ) ) |=> ( state == n_state );
    endproperty : state_change_p
    rst_data_int_a      : assert property( rst_test_p( data_int    , '0 )   ) else $warning("rst_data_int_a: FAIL");
    rst_data_int_c      : cover  property( rst_test_p( data_int    , '0 )   )      ; 
    rst_cpol_int_a      : assert property( rst_test_p( cpol_int    , '0 )   ) else $warning("rst_cpol_int_a: FAIL");
    rst_cpol_int_c      : cover  property( rst_test_p( cpol_int    , '0 )   )      ; 
    rst_cpha_int_a      : assert property( rst_test_p( cpha_int    , '0 )   ) else $warning("rst_cpha_int_a: FAIL");
    rst_cpha_int_c      : cover  property( rst_test_p( cpha_int    , '0 )   )      ; 
    rst_comp_int_a      : assert property( rst_test_p( comp_int    , '0 )   ) else $warning("rst_comp_int_a: FAIL");
    rst_comp_int_c      : cover  property( rst_test_p( comp_int    , '0 )   )      ; 
    rst_comp_c_a        : assert property( rst_test_p( comp_c      , '0 )   ) else $warning("rst_comp_c_a: FAIL");
    rst_comp_c_c        : cover  property( rst_test_p( comp_c      , '0 )   )      ; 
    rst_bit_c_a         : assert property( rst_test_p( bit_c       , '0 )   ) else $warning("rst_bit_c_a: FAIL");
    rst_bit_c_c         : cover  property( rst_test_p( bit_c       , '0 )   )      ; 
    rst_tx_req_ack_a    : assert property( rst_test_p( tx_req_ack  , '0 )   ) else $warning("rst_tx_req_ack_a: FAIL");
    rst_tx_req_ack_c    : cover  property( rst_test_p( tx_req_ack  , '0 )   )      ; 
    rst_sck_int_a       : assert property( rst_test_p( sck_int     , '0 )   ) else $warning("rst_sck_int_a: FAIL");
    rst_sck_int_c       : cover  property( rst_test_p( sck_int     , '0 )   )      ; 
    rst_cs_a            : assert property( rst_test_p( cs          , '1 )   ) else $warning("rst_cs_a: FAIL");
    rst_cs_c            : cover  property( rst_test_p( cs          , '1 )   )      ; 
    rst_sdo_a           : assert property( rst_test_p( sdo         , '1 )   ) else $warning("rst_sdo_a: FAIL");
    rst_sdo_c           : cover  property( rst_test_p( sdo         , '1 )   )      ; 
    rst_msb_lsb_int_a   : assert property( rst_test_p( msb_lsb_int , '0 )   ) else $warning("rst_msb_lsb_int_a: FAIL");
    rst_msb_lsb_int_c   : cover  property( rst_test_p( msb_lsb_int , '0 )   )      ; 
    unk_data_int_a      : assert property( unk_test_p( data_int )   ) else $warning("unk_data_int_a: FAIL");
    unk_data_int_c      : cover  property( unk_test_p( data_int )   )      ; 
    unk_cpol_int_a      : assert property( unk_test_p( cpol_int )   ) else $warning("unk_cpol_int_a: FAIL");
    unk_cpol_int_c      : cover  property( unk_test_p( cpol_int )   )      ; 
    unk_cpha_int_a      : assert property( unk_test_p( cpha_int )   ) else $warning("unk_cpha_int_a: FAIL");
    unk_cpha_int_c      : cover  property( unk_test_p( cpha_int )   )      ; 
    unk_comp_int_a      : assert property( unk_test_p( comp_int )   ) else $warning("unk_comp_int_a: FAIL");
    unk_comp_int_c      : cover  property( unk_test_p( comp_int )   )      ; 
    idle2tr_a           : assert property( state_change_p( IDLE_s     , idle2tr      , TRANSMIT_s )     ) else $warning("idle2tr_a: FAIL");
    idle2tr_c           : cover  property( state_change_p( IDLE_s     , idle2tr      , TRANSMIT_s )     )      ; 
    tr2post_tr_a        : assert property( state_change_p( TRANSMIT_s , tr2post_tr   , POST_TR_s  )     ) else $warning("tr2post_tr_a: FAIL");
    tr2post_tr_c        : cover  property( state_change_p( TRANSMIT_s , tr2post_tr   , POST_TR_s  )     )      ; 
    post_tr2wait_a      : assert property( state_change_p( POST_TR_s  , post_tr2wait , WAIT_s     )     ) else $warning("post_tr2wait_a: FAIL");
    post_tr2wait_c      : cover  property( state_change_p( POST_TR_s  , post_tr2wait , WAIT_s     )     )      ; 
    wait2idle_a         : assert property( state_change_p( WAIT_s     , wait2idle    , IDLE_s     )     ) else $warning("wait2idle_a: FAIL");
    wait2idle_c         : cover  property( state_change_p( WAIT_s     , wait2idle    , IDLE_s     )     )      ; 
endmodule : spi_master

==> results.txt <==
fresh numbers from the pnr run: status=complete, no violations, met3 usage=0.0227, synth unique cells=~40, Total GRT Usage=0.137, die area=between 0.007 and 0.008 sq mm, crit end category=register, io pins=37, Max Buffers Root-to-Sink=2, clock latency (worst-skew pair)=approximately 0.29 ns, initial antenna violation count=0, total power=about 0.0022 W, final setup fails=0, worst vdd ir=between 0.2 and 0.3 mV, Die Span X=~88 um, Setup crit end=rx_data[1]$_DFFE_PN0P_, Gate Area=between 0.001 and 0.0015 sq mm, total tool warning count=26, Req. time, crit path=2.97 ns, Seq/Total Area, Yosys=0.438, Final Cycle Share=0.851, Layout area overhead=26.5%, PwrDens=between 700 and 800 mW/mm^2, root buffer cell=clkbuf_8, vias=between 1.5k and 2k, Worst-path clk slew=~0.08 ns, M2 GR Usage=0.210, setup bufs post-CTS=0, synth warn=0, Synth Flop Type=dfrtp_1, Avg Cell Area, Syn=approximately 9.2 sq um, Setup Skew=around 0.0027 ns, Yosys Instances=~240, FFs w/ async S/R, synth=1.00, hold-fix buffers at CTS=0, top cells, area=dfrtp_1 40%, a21oi_1 6.9%, nand2_1 6.7%, hpwl dp=around 3400 um, Tmin final=2.38 ns, vias in the first global route=1716, GPL Wtd Cong=just under 0.8, Reg2Reg Depth=6, Worst Hold Class=in2async, H-Tree Depth=2, GRT busiest layer=met1, Pre-antenna DRT Iters=4, Initial Utilization=0.310, Antenna Nets Post-Route=0, Post-Route Utilization=0.392, Max Slew Vio Count=0, count of library flops with an enable pin=0, top-count cell post-synth=nand2_1, DRC viols=0, CP arrival=approximately 2.6 ns, clock tree sinks=39, area leader, netlist=dfrtp_1, pin count of the biggest net entering global routing=35, Rel. slew slack=0.496, crit start category=register, first-pass GRT wire length=slightly above 8000 um, Max Cap Viol=0, ant diodes=0, top cells by count, synth=40 x nand2_1, 36 x dfrtp_1, 31 x a21oi_1, CTS resizes=0, cell area after synthesis=about 0.0022 sq mm, number of fillers in the final layout=~730, PortBufs=36, R2R Setup Slk=between 0.4 and 0.5 ns, fmax=420 MHz, worst reg2reg path endpoint=rx_data[1]$_DFFE_PN0P_, Iter 0 DRT Violations=93, GRT Residual Overflow=0, Registers, synthesis=39, Worst Setup SP=comp_c[5]$_DFFE_PN0P_, CTS tree=done, met1 Use GR=0.217, worst r2r src=comp_c[5]$_DFFE_PN0P_, layout cell share with drive strength beyond 1=0.121, drt via density=around 4.9, TritonCTS Buffers=5, Reg area=980 sq um, RSZ-0062 raised after global routing=false, Top cell area share=0.403, routed wire length=~5000 um, Core Area=a little over 0.007 sq mm, leak pwr=between 1 and 1.5 nW, Yosys chip area=about 0.0022 sq mm, cells after synthesis=around 240, critical path type=reg2reg, worst-path maximum fanout=8, Core Rows=31, die height=between 80 and 90 um, Sum Neg Setup Slack=0 ns, actual slew at the worst max-slew pin=around 0.76 ns, drt wl/cell=about 13 um, Final Hold Fails=0
## sequential cells by signal, summed over array words and instances, names as in the netlist
register,cells
comp_c,8
comp_int,8
rx_data,8
bit_c,4
state,4
cpha_int,1
cpol_int,1
cs,1
msb_lsb_int,1
sck_int,1
sdo,1
tx_req_ack,1
## cells by family (layout without fill, tap and decap cells)
group / Yosys count / after routing / share of synthesized area
compound gates: 75 / 75 / 0.206
flops: 39 / 39 / 0.438
xor+xnor: 1 / 1 / 0.00392
simple gates: 74 / 74 / 0.152
fa+ha+maj: 11 / 11 / 0.0615
buf+inv: 23 / 61 / 0.0391
mux: 21 / 21 / 0.0990
## critical path: stages, from the launching register on
cell and delay [ns]:
dfrtp_1 0.46, ha_1 0.33, a21oi_1 0.09, o21ai_2 0.34, nand2_1 0.16, a41oi_2 0.48
mux2_2 0.39
## worst min path at each step
stage / startpoint / slack (ns) / cells after the start / to
4_1_cts: resetn / 0.37 / 1 / rx_data[4]$_DFFE_PN0P_
5_1_grt: resetn / 0.40 / 1 / rx_data[4]$_DFFE_PN0P_
6_report: resetn / 0.34 / 1 / rx_data[3]$_DFFE_PN0P_
## area by class of cell
type                    count  area share
flip-flops and latches     39       0.346
multi-input cells         182       0.414
clock buffers               6      0.0292
inverters                  12      0.0159
well taps                  99      0.0438
repair buffers             41       0.139
clock inverters             2      0.0124
## cells in the final DEF, fill, tap and decap left out, types with 4 or more instances in the layout
cell,count
mux2i_1,12
nand2b_1,4
nand2_1,40
o211ai_1,5
dfrtp_1,36
inv_1,12
buf_4,5
mux2_2,9
clkbuf_8,6
clkdlybuf4s50_1,35
o21ai_0,18
a21oi_1,31
nor2_1,8
nand3_1,7
and3_1,5
ha_1,11
## per-stage QoR
step	instances	worst slack (ns)	instance area, sq um	hold slack [ns]
global route	381	0.258	2830	0.395
finish	381	0.417	2830	0.336
CTS	381	0.420	2830	0.371
global placement	373	0.399	2710	0.509
floorplan	244	0.780	2240	0.264
detailed placement	373	0.354	2710	0.504
## report_power, final
group          internal, W  total [W]  switching (W)
Combinational     0.000456   0.000854       0.000399
Clock             0.000288   0.000488       0.000199
Sequential        0.000703   0.000846       0.000143
Total              0.00145    0.00219       0.000741
## routing by layer
metal / share of wire / wire length, um
met5: 0 / 0
met4: 0.0092 / 45
met3: 0.053 / 258
met2: 0.43 / 2080
met1: 0.51 / 2490
Power is estimated from default activity; no workload was simulated.
