==> flow/run.sh <==
#!/bin/bash
# OpenROAD 26Q1-2900-gdf79404cd8, Yosys 0.63+post, stock flow scripts
make -C /OpenROAD-flow-scripts/flow DESIGN_CONFIG=/design/flow/config.mk WORK_HOME=/design/flow/orfs finish
==> flow/config.mk <==
export PLATFORM = sky130hd
export DESIGN_NAME = counter_inc_dec
export DESIGN_NICKNAME = counter_inc_dec
export VERILOG_FILES = /design/flow/design.v
export SDC_FILE = /design/flow/constraint.sdc
export NUM_CORES = 4
export LEC_CHECK = 1
export CORE_AREA = 10 10 75 75
export DIE_AREA = 0 0 85 85
export SYNTH_HDL_FRONTEND = slang
==> flow/constraint.sdc <==
current_design counter_inc_dec

set clk_period 3.4
set clk_io_pct 0.2

create_clock -name clk0 -period $clk_period [get_ports {clk}]

set non_clock_inputs [all_inputs -no_clocks]
set_input_delay [expr $clk_period * $clk_io_pct] -clock clk0 $non_clock_inputs
set_output_delay [expr $clk_period * $clk_io_pct] -clock clk0 [all_outputs]
==> flow/design.v <==
module counter_inc_dec
(
    input   logic   [0 : 0]     clk,
    input   logic   [0 : 0]     rst_n,
    input   logic   [0 : 0]     inc,
    input   logic   [0 : 0]     dec,
    output  logic   [7 : 0]     cnt
);
    logic   [7 : 0]     count;
    assign cnt = count;
    always_ff @(posedge clk, negedge rst_n)
        if( !rst_n )
            count <= '0;
        else
            count <= count + ( ( inc == '1 ) ? 1'b1 : '0 ) + ( ( dec == '1 ) ? - 1'b1 : '0 );
    property inc_test_p;
        @(posedge clk)
        disable iff(!rst_n)
        ( inc && !dec ) |=> ( count != ( ( $past(count) == 8'hFF ) ? $past(count) + 1 : 8'h00 ) );
    endproperty : inc_test_p
    property dec_test_p;
        @(posedge clk)
        disable iff(!rst_n)
        ( dec && !inc ) |=> ( count != ( ( $past(count) == 8'h00 ) ? $past(count) - 1 : 8'hFF ) );
    endproperty : dec_test_p
    property unk_test_p(test_v);
        @(posedge clk)
        disable iff(!rst_n)
        !$isunknown(test_v);
    endproperty : unk_test_p
    property hold_test_p(test_v);
        @(posedge clk)
        disable iff(!rst_n)
        ( !dec && !inc ) |=> $stable(test_v);
    endproperty : hold_test_p
    inc_a   : assert property( inc_test_p           ) else $warning("inc_a : FAIL");
    inc_c   : cover  property( inc_test_p           )      ; 
    dec_a   : assert property( dec_test_p           ) else $warning("dec_a : FAIL");
    dec_c   : cover  property( dec_test_p           )      ; 
    unk_a   : assert property( unk_test_p( count )  ) else $warning("unk_a : FAIL");
    unk_c   : cover  property( unk_test_p( count )  )      ; 
    hold_a  : assert property( hold_test_p( count ) ) else $warning("hold_a : FAIL");
    hold_c  : cover  property( hold_test_p( count ) )      ; 
endmodule : counter_inc_dec
==> notes.md <==
Quick summary of the implementation run below.

The cell count of the worst reg-to-reg path came out at 6. The via count of the routed design is 443. The core region area came out at 4058 µm². The post-synthesis to final-layout area growth is 40.60%. For this design the static power due to leakage is 0.3142 nW. The critical path endpoint category is a flip-flop.

The global placer's final weighted congestion came out at 0.7415. The clock-pin slew on the worst setup and hold paths came out at 0.04 ns. The run reported a max-capacitance violation count of 0. The number of antenna diodes in the final layout is 0. After clock tree synthesis, the repair step resized 0 gates. Of all cell types, the one taking the most synthesized area is sky130_fd_sc_hd__dfrtp_1. The first global-routing pass estimated 2180 µm of wire.

The via-per-instance ratio is 3.819. The maximum number of pins on one net before global-route repair is 9. Before CTS, the worst setup slack after placement is 0.7931 ns. In the synthesized netlist, the cells that appear most often are sky130_fd_sc_hd__dfrtp_1 (8), sky130_fd_sc_hd__ha_1 (6), sky130_fd_sc_hd__a21oi_1 (5), sky130_fd_sc_hd__inv_1 (5), sky130_fd_sc_hd__o211ai_1 (3). TritonCTS built the clock tree. The number of placement rows is 23.

The most critical hold endpoint after final layout shows a slack of 0.5642 ns. The total area of sequential cells is 200.2 µm². The final max-slew violation count recorded for this run is 0. The worst-case headroom to the max-slew limit came out at 0.7387. The run finished with clean final reports. The setup violation total in the final timing report came out at 0. The data required time at the worst endpoint came out at 3.53 ns. The chip area came out at 7225 µm².

The sequential cell area fraction in the yosys report came out at 0.3670. The root buffer cell is sky130_fd_sc_hd__clkbuf_8. The number of synthesized flops with an enable pin is 0. The fraction of met1 tracks used by global routing is 0.04353. Post-synth the commonest register cell is sky130_fd_sc_hd__dfrtp_1. Per the power-grid run, VDD falls by no more than 0.1845 mV.

The critical register-to-register path endpoint is cnt[6]. On the critical path the data arrives at 2.49 ns. In the final layout, the multi-input gates occupy 326.6 µm². The most critical min-delay path falls under flip-flop to flip-flop.

In the post-route analysis, the smallest setup slack over all paths is 1.044 ns. Of the cells placed in the final design, the portion with a size suffix greater than 1 is 0.07576. The number of antenna violations at the first check in global routing came out at 0. In the global route stage, met3 resource usage came out at 0.02697. The layer with the highest usage is met2. The CTS H-tree depth is 1. In the floorplan report the effective utilization is 0.1344. The script logs the mean routed wire length per placed instance as 10.90 µm.

The fraction of registers with async set or reset after synthesis came out at 1.000. The yosys-reported design area after synthesis is 545.5 µm². The leftover overflow at the end of global routing came out at 0. In this run the worst path has a maximum fanout of 3. The count of final hold-check violations is 0. The post-layout period usage of the worst path is 0.6931. The number of cell instances after yosys synthesis came out at 51. Per the hold report, the tightest min-delay path originates at cnt[0]. STA shows the worst min-delay path finishing at cnt[0]. The total of buffers placed on input and output ports came out at 11. The die outline height came out at 85 µm. Setup repair after global routing left no endpoint under its margin. The maximum clock insertion buffer count is 2. The remaining number of nets flagged by the antenna check after routing came out at 0.

Hold analysis shows the worst path with a depth of 1. The total negative slack for setup checks is 0 ns. The via count of the first global-routing pass came to 473.

The average instance in the mapped netlist occupies 10.70 µm². The routing usage on met2 came out at 0.05041. The number of distinct library cells after synthesis came out at 24.

The flip-flop count of the largest register after layout is 8. The flow reported a cell area power density of 923.4 nW/µm². The number of logged tool warnings came out at 25. The number of placed cells counting well taps came out at 113. Subtracting the final worst setup slack from the clock period gives 2.356 ns. The length of the first detailed-routing pass in iterations came out at 4.

Warnings reported by Yosys during synthesis add up to 0. The horizontal die dimension reported for this design is 85 µm. The instance tally after logic synthesis is 51. The cell with the most instances after synthesis is sky130_fd_sc_hd__dfrtp_1. After clock tree synthesis, the setup repair step added 0 buffers. The transition time at the pin with the least slew margin came out at 0.3908 ns. The synthesized area is 545.5 µm².

The boundary pin count is 12. The type of the setup path with the least slack is primary input to flip-flop. The maximum clock rate came out at 0.4244 GHz. The number of DRC violations after detailed-routing iteration 0 came out at 34.

The total wire length after detailed routing is 1264 µm. The final worst clock skew came out at 0.005931 ns. TritonRoute reported its final design rule violation total as 0. The number of non-filler instances in the completed layout came out at 116. The proportion of netlist area held by the largest area contributor is 0.3670.

The startpoint kind of the worst setup timing path is a primary input. The clock sink total is 8. The number of hold buffers added after CTS was 0. For the worst reg-to-reg path, the startpoint reported by OpenROAD is cnt[0]. The synthesis-stage register bit count came out at 8. In the final layout, the fill cell count is 425.

Clock latency on the worst-skew pair, taken at its later pin, is 0.23 ns. The synthesis report lists the most area-consuming cells as sky130_fd_sc_hd__dfrtp_1 (37%), sky130_fd_sc_hd__ha_1 (14%), sky130_fd_sc_hd__fa_1 (7.3%). The slack of the worst reg-to-reg path came out at 1.60 ns.

The number of buffers added by the clock tree synthesis step is 3. The detailed-placement wirelength estimate came out at 995.6 µm. The global routing usage summed across all routing layers is 0.03595.
==> power by group <==
part           switching [mW]  leakage (nW)  internal (mW)
registers              0.0309        0.0933          0.150
logic                   0.182         0.199          0.233
clock network          0.0364        0.0216         0.0766
total                   0.249         0.314          0.459
==> worst max-delay path by stage <==
stage	start	endpoint	slack (ns)	cells past startpoint
finish	inc	cnt[6]	1.04	7
global route	dec	cnt[6]	0.87	7
CTS	inc	cnt[6]	1.04	7
==> placed cells by master (no fill, tap or decap) <==
cell type	n
sky130_fd_sc_hd__clkdlybuf4s50_1	11
sky130_fd_sc_hd__dfrtp_1	8
sky130_fd_sc_hd__ha_1	6
sky130_fd_sc_hd__inv_1	5
sky130_fd_sc_hd__a21oi_1	5
sky130_fd_sc_hd__o211ai_1	3
sky130_fd_sc_hd__clkbuf_8	3
sky130_fd_sc_hd__xor2_1	2
sky130_fd_sc_hd__nor2b_1	2
sky130_fd_sc_hd__o21ai_0	2
sky130_fd_sc_hd__xnor2_1	2
sky130_fd_sc_hd__fa_1	2
sky130_fd_sc_hd__a211oi_1	1
sky130_fd_sc_hd__nand2_1	1
sky130_fd_sc_hd__nor3_1	1
sky130_fd_sc_hd__o2bb2ai_1	1
sky130_fd_sc_hd__nor2b_4	1
sky130_fd_sc_hd__o21a_1	1
sky130_fd_sc_hd__o31a_1	1
sky130_fd_sc_hd__nand2b_1	1
sky130_fd_sc_hd__o311ai_0	1
sky130_fd_sc_hd__nor3b_1	1
sky130_fd_sc_hd__a311oi_1	1
sky130_fd_sc_hd__o311ai_1	1
sky130_fd_sc_hd__nor2_1	1
sky130_fd_sc_hd__a21o_1	1
sky130_fd_sc_hd__buf_4	1
==> cell families after synthesis <==
family | Yosys count | synth area share
buffers and inverters | 5 | 0.03441
flip-flops | 8 | 0.3670
XOR/XNOR | 4 | 0.06423
AND-OR/OR-AND | 18 | 0.2271
AND/OR/NAND/NOR | 8 | 0.09631
adder cells (fa/ha/maj) | 8 | 0.2110
==> critical path, stage by stage <==
cell and delay [ns]:
sky130_fd_sc_hd__clkdlybuf4s50_1 0.44, sky130_fd_sc_hd__fa_1 0.47, sky130_fd_sc_hd__inv_1 0.09, sky130_fd_sc_hd__fa_1 0.24, sky130_fd_sc_hd__nor2b_4 0.06, sky130_fd_sc_hd__o31a_1 0.25, sky130_fd_sc_hd__o311ai_1 0.25
==> area by class of cell <==
type,count,share of cell area
inverters,5,0.02447
clock buffers,3,0.05383
well taps,50,0.08157
multi-input cells,38,0.4258
repair buffers,12,0.1533
flip-flops and latches,8,0.2610
==> stage by stage <==
step                      total power, mW  cell area, µm²  utilization
final                              0.7082           767.0       0.1890
after detailed placement           0.5990           725.7       0.1788
after CTS                          0.7216           767.0       0.1890
after global placement             0.5922           725.7       0.1788
after global routing               0.7853           767.0       0.1890
after floorplan                    0.4335           545.5            -
==> routing by layer <==
layer / part of all wire / routed length [µm] / up-vias
met3: 0.12 / 155 / 2
met4: 0.013 / 17 / 0
met5: 0 / 0 / -
li1: - / - / 221
met2: 0.43 / 540 / 12
met1: 0.44 / 550 / 208
No activity file was given, so power comes from the tool's default toggle rates.
