==> flow/config.mk <==
export PLATFORM = sky130hd
export DESIGN_NAME = uart_transmitter
export DESIGN_NICKNAME = uart_transmitter
export VERILOG_FILES = /design/flow/design.v
export SDC_FILE = /design/flow/constraint.sdc
export NUM_CORES = 4
export LEC_CHECK = 1
export CORE_UTILIZATION = 40
export SYNTH_HDL_FRONTEND = slang
==> flow/constraint.sdc <==
current_design uart_transmitter

set clk_period 4.1
set clk_io_pct 0.2

create_clock -name clk0 -period $clk_period [get_ports {clk}]

set non_clock_inputs [all_inputs -no_clocks]
set_input_delay [expr $clk_period * $clk_io_pct] -clock clk0 $non_clock_inputs
set_output_delay [expr $clk_period * $clk_io_pct] -clock clk0 [all_outputs]
==> flow/design.v <==
module uart_transmitter
(
    input   logic   [0  : 0]    clk,             
    input   logic   [0  : 0]    resetn,          
    input   logic   [15 : 0]    comp,            
    input   logic   [1  : 0]    stop_sel,        
    input   logic   [0  : 0]    tr_en,           
    input   logic   [7  : 0]    tx_data,         
    input   logic   [0  : 0]    tx_req,          
    output  logic   [0  : 0]    tx_req_ack,      
    output  logic   [0  : 0]    uart_tx          
);
    logic   [7  : 0]    tx_data_int;
    logic   [1  : 0]    stop_sel_int;
    logic   [15 : 0]    comp_int;
    logic   [15 : 0]    comp_c;
    logic   [3  : 0]    bit_c;
    logic   [0  : 0]    idle2start;
    logic   [0  : 0]    start2tr;
    logic   [0  : 0]    tr2stop;
    logic   [0  : 0]    stop2wait;
    logic   [0  : 0]    wait2idle;
    enum
    logic   [2  : 0]    { IDLE_s, START_s, TRANSMIT_s, STOP_s, WAIT_s } state, next_state;
    assign idle2start   = tx_req == '1;
    assign start2tr     = comp_c >= comp_int;
    assign tr2stop      = (comp_c >= comp_int) && (bit_c == 7);
    assign stop2wait    = (comp_c >= ( comp_int >> 1 ) ) && (bit_c == stop_sel_int);
    assign wait2idle    = tx_req == '0;
    always_ff @(posedge clk, negedge resetn)
        if( !resetn )
            state <= IDLE_s;
        else
            state <= tr_en ? next_state : IDLE_s;
    always_comb
    begin
        next_state = state;
        case( state )
            IDLE_s      : next_state = idle2start ? START_s    : state;
            START_s     : next_state = start2tr   ? TRANSMIT_s : state;
            TRANSMIT_s  : next_state = tr2stop    ? STOP_s     : state;
            STOP_s      : next_state = stop2wait  ? WAIT_s     : state;
            WAIT_s      : next_state = wait2idle  ? IDLE_s     : state;
            default     : next_state = IDLE_s;
        endcase
    end
    always_ff @(posedge clk, negedge resetn)
    begin
        if( !resetn )
        begin
            tx_data_int <= '0;
            stop_sel_int <= '0;
            comp_c <= '0;
            bit_c <= '0;
            tx_req_ack <= '0;
            uart_tx <= '1;
            comp_int <= '0;
        end
        else
        begin
            if( tr_en )
                case( state )
                    IDLE_s      :
                        begin
                            if( idle2start )
                            begin
                                stop_sel_int <= stop_sel;
                                tx_data_int <= tx_data;
                                comp_int <= comp;
                            end
                        end
                    START_s     :
                        begin
                            uart_tx <= '0;
                            comp_c <= comp_c + 1'b1;
                            if( start2tr )
                            begin
                                comp_c <= '0;
                            end
                        end
                    TRANSMIT_s  :
                        begin
                            uart_tx <= tx_data_int[0];
                            comp_c <= comp_c + 1'b1;
                            if( comp_c >= comp_int )
                            begin
                                bit_c <= bit_c + 1'b1;
                                comp_c <= '0;
                                tx_data_int <= { 1'b0 , tx_data_int[7 : 1] };
                                if( tr2stop )
                                    bit_c <= '0;
                            end
                        end
                    STOP_s      :
                        begin
                            uart_tx <= '1;
                            comp_c <= comp_c + 1'b1;
                            if( comp_c >= ( comp_int >> 1 ) )
                            begin
                                bit_c <= bit_c + 1'b1;
                                comp_c <= '0;
                                if( stop2wait )
                                    bit_c <= '0;
                            end
                        end
                    WAIT_s      :
                        begin
                            tx_req_ack <= '1;
                            if( wait2idle )
                                tx_req_ack <= '0;
                        end
                    default     : ;
                endcase
            else
            begin
                tx_data_int <= '0;
                stop_sel_int <= '0;
                comp_c <= '0;
                bit_c <= '0;
                tx_req_ack <= '0;
                uart_tx <= '1;
                comp_int <= '0;
            end
        end
    end
    property req_ack_p;
        @(posedge clk) disable iff( !resetn )
        ( $rose(tx_req) && tr_en && ( state == IDLE_s ) ) |=> ##[20:$] tx_req_ack;
    endproperty : req_ack_p
    property unk_test_p(test_v);
        @(posedge clk) disable iff( !resetn )
        ( tx_req && tr_en && ( state == IDLE_s ) ) |=> !$isunknown(test_v);
    endproperty : unk_test_p
    property rst_test_p(test_v,comp_v);
        @(posedge clk) 
        ( !resetn ) |=> ( test_v == comp_v )
    endproperty : rst_test_p
    property state_change_p(c_state,cond,n_state);
        @(posedge clk) disable iff( !resetn || !tr_en )
        ( ( state == c_state ) && ( cond == '1 ) ) |=> ( state == n_state );
    endproperty : state_change_p
    idle2start_a        : assert property( state_change_p( IDLE_s     , idle2start , START_s    )   ) else $warning("idle2start: FAIL");
    idle2start_c        : cover  property( state_change_p( IDLE_s     , idle2start , START_s    )   )      ; 
    start2tr_a          : assert property( state_change_p( START_s    , start2tr   , TRANSMIT_s )   ) else $warning("start2tr: FAIL");
    start2tr_c          : cover  property( state_change_p( START_s    , start2tr   , TRANSMIT_s )   )      ; 
    tr2stop_a           : assert property( state_change_p( TRANSMIT_s , tr2stop    , STOP_s     )   ) else $warning("tr2stop: FAIL");
    tr2stop_c           : cover  property( state_change_p( TRANSMIT_s , tr2stop    , STOP_s     )   )      ; 
    stop2wait_a         : assert property( state_change_p( STOP_s     , stop2wait  , WAIT_s     )   ) else $warning("stop2wait: FAIL");
    stop2wait_c         : cover  property( state_change_p( STOP_s     , stop2wait  , WAIT_s     )   )      ; 
    wait2idle_a         : assert property( state_change_p( WAIT_s     , wait2idle  , IDLE_s     )   ) else $warning("wait2idle: FAIL");
    wait2idle_c         : cover  property( state_change_p( WAIT_s     , wait2idle  , IDLE_s     )   )      ; 
    unk_tx_data_int_a   : assert property( unk_test_p( tx_data_int  )   ) else $warning("unk_tx_data_int_a: FAIL");
    unk_tx_data_int_c   : cover  property( unk_test_p( tx_data_int  )   )      ; 
    unk_comp_int_a      : assert property( unk_test_p( comp_int     )   ) else $warning("unk_comp_int_a: FAIL");
    unk_comp_int_c      : cover  property( unk_test_p( comp_int     )   )      ; 
    unk_stop_sel_int_a  : assert property( unk_test_p( stop_sel_int )   ) else $warning("unk_stop_sel_int_a: FAIL");
    unk_stop_sel_int_c  : cover  property( unk_test_p( stop_sel_int )   )      ; 
    req_ack_a           : assert property( req_ack_p        ) else $warning("req_ack: FAIL");
    req_ack_c           : cover  property( req_ack_p        )      ; 
    rst_tx_data_int_a   : assert property( rst_test_p( tx_data_int  , '0 )  ) else $warning("rst_tx_data_int: FAIL");
    rst_tx_data_int_c   : cover  property( rst_test_p( tx_data_int  , '0 )  )      ; 
    rst_stop_sel_int_a  : assert property( rst_test_p( stop_sel_int , '0 )  ) else $warning("rst_stop_sel_int: FAIL");
    rst_stop_sel_int_c  : cover  property( rst_test_p( stop_sel_int , '0 )  )      ; 
    rst_comp_c_a        : assert property( rst_test_p( comp_c       , '0 )  ) else $warning("rst_comp_c: FAIL");
    rst_comp_c_c        : cover  property( rst_test_p( comp_c       , '0 )  )      ; 
    rst_bit_c_a         : assert property( rst_test_p( bit_c        , '0 )  ) else $warning("rst_bit_c: FAIL");
    rst_bit_c_c         : cover  property( rst_test_p( bit_c        , '0 )  )      ; 
    rst_tx_req_ack_a    : assert property( rst_test_p( tx_req_ack   , '0 )  ) else $warning("rst_tx_req_ack: FAIL");
    rst_tx_req_ack_c    : cover  property( rst_test_p( tx_req_ack   , '0 )  )      ; 
    rst_uart_tx_a       : assert property( rst_test_p( uart_tx      , '1 )  ) else $warning("rst_uart_tx: FAIL");
    rst_uart_tx_c       : cover  property( rst_test_p( uart_tx      , '1 )  )      ; 
    rst_comp_int_a      : assert property( rst_test_p( comp_int     , '0 )  ) else $warning("rst_comp_int: FAIL");
    rst_comp_int_c      : cover  property( rst_test_p( comp_int     , '0 )  )      ; 
endmodule : uart_transmitter
==> flow/run.sh <==
#!/bin/bash
# OpenROAD 26Q1-2900-gdf79404cd8, Yosys 0.63+post, stock flow scripts
make -C /OpenROAD-flow-scripts/flow DESIGN_CONFIG=/design/flow/config.mk WORK_HOME=/design/flow/orfs finish
==> run_summary.xml <==
<?xml version="1.0" encoding="UTF-8"?>
<metrics>
  <group name="cts">
    <metric name="clock-root-buffer" unit="">sky130_fd_sc_hd__clkbuf_8</metric>
    <metric name="htreeDepth" unit="">2</metric>
    <metric name="cts_hold_buf" unit="">0</metric>
    <metric name="cts_buffer_depth" unit="">2</metric>
    <metric name="clock_insertion_delay_worst_skew" unit="ns">0.31</metric>
    <metric name="cts.sinks" unit="">53</metric>
    <metric name="numCtsBuffers" unit="">5</metric>
    <metric name="clkSlewWorstSetupHoldPaths" unit="ns">0.10</metric>
    <metric name="cts-resized-gates" unit="">0</metric>
    <metric name="cts_post_setup_buffers_inserted" unit="">0</metric>
    <metric name="tritoncts" unit="">done</metric>
  </group>
  <group name="logic_synthesis">
    <metric name="syn-mean-instance-area" unit="um^2">10.4</metric>
    <metric name="mappedNetlistArea" unit="mm^2">0.00340</metric>
    <metric name="yosys_warnings" unit="">0</metric>
    <metric name="synth-cells-yosys" unit="">326</metric>
    <metric name="ys_chip_area" unit="mm^2">0.00340</metric>
    <metric name="synth_sequential_area_ratio" unit="">0.391</metric>
    <metric name="synth_largest_type_area_fraction" unit="">0.375</metric>
    <metric name="synthFlopType" unit="">sky130_fd_sc_hd__dfrtp_1</metric>
    <metric name="synth_flop_count" unit="">53</metric>
    <metric name="topCellsByArea" unit="">sky130_fd_sc_hd__dfrtp_1 38%, sky130_fd_sc_hd__ha_1 12%, sky130_fd_sc_hd__a22o_1 4.9%</metric>
    <metric name="synth-edff-count" unit="">0</metric>
    <metric name="number_of_distinct_library_cells_after_synthesis" unit="">58</metric>
    <metric name="netlist_instances" unit="">326</metric>
    <metric name="netlist.top_cell.by_area" unit="">sky130_fd_sc_hd__dfrtp_1</metric>
    <metric name="asyncSetResetFlopFracSynth" unit="">1.00</metric>
  </group>
  <group name="critical_path">
    <metric name="arrival" unit="ns">2.93</metric>
    <metric name="critPathTopFamily" unit="">AND-OR/OR-AND gates</metric>
    <metric name="timing.critical_path.required" unit="ns">4.31</metric>
    <metric name="path_depth" unit="">8</metric>
    <metric name="worstRegToRegCells" unit="">8</metric>
    <metric name="cp.buffers_inverters" unit="">0</metric>
    <metric name="maximum_fanout_count_along_the_critical_path" unit="">15</metric>
    <metric name="cp-start-kind" unit="">flop</metric>
    <metric name="critical_path.max_stage_delay" unit="ns">0.56</metric>
    <metric name="critical_path_class" unit="">flop to flop</metric>
    <metric name="reg2reg_setup_slack" unit="ns">1.38</metric>
    <metric name="worstSetupEndpointType" unit="">flop</metric>
    <metric name="crit_path_cell_trace" unit="">ha_1 &gt; a21oi_1 &gt; o21ai_1 &gt; a2111oi_1 &gt; nand3_2 &gt; a21oi_4 &gt; nand3_1 &gt; o311ai_4</metric>
    <metric name="reg2reg_from" unit="">comp_c[11]</metric>
    <metric name="critical_path_top_delay_cell" unit="">sky130_fd_sc_hd__a2111oi_1</metric>
    <metric name="regToRegEndpoint" unit="">comp_c[5]</metric>
  </group>
  <group name="die">
    <metric name="io_pins" unit="">32</metric>
    <metric name="effective_utilization_at_floorplan" unit="">0.414</metric>
    <metric name="die_height" unit="um">94.2</metric>
    <metric name="floorplan.rows" unit="">33</metric>
    <metric name="fp.dieW" unit="um">94.2</metric>
    <metric name="coreArea" unit="mm^2">0.00822</metric>
    <metric name="fp.dieArea" unit="mm^2">0.00888</metric>
  </group>
  <group name="final_timing">
    <metric name="max_slew.worst_pin.slew" unit="ns">0.744</metric>
    <metric name="worst_slew_margin_rel" unit="">0.504</metric>
    <metric name="timing.final.setup_violations" unit="">0</metric>
    <metric name="totalNegativeSetupSlack" unit="ns">0</metric>
    <metric name="maxSlewViolCount" unit="">0</metric>
    <metric name="timing.final.ws_setup" unit="ns">1.38</metric>
    <metric name="unrepaired_setup_endpoints_after_global_routing" unit="">no</metric>
    <metric name="final_period_minus_worst_setup_slack" unit="ns">2.72</metric>
    <metric name="fin_worst_skew" unit="ns">0.0130</metric>
    <metric name="hold_fails_final_rpt" unit="">0</metric>
    <metric name="hold-worst-slack" unit="ns">0.502</metric>
    <metric name="maxClockFrequency" unit="GHz">0.368</metric>
    <metric name="finalClockPeriodUsage" unit="">0.663</metric>
  </group>
  <group name="global_route">
    <metric name="maximum_number_of_pins_on_one_net_before_global_route_repair" unit="">29</metric>
    <metric name="number_of_antenna_violations_at_the_first_check_in_global_routing" unit="">0</metric>
    <metric name="grt_pass1_wl" unit="um">11900</metric>
    <metric name="number_of_global_route_vias_before_repair" unit="">2514</metric>
    <metric name="globalRouteTotalUtil" unit="">0.175</metric>
    <metric name="globalRoute.totalOverflow" unit="">0</metric>
  </group>
  <group name="outcome">
    <metric name="outcome" unit="">finished, final reports clean</metric>
  </group>
  <group name="placement">
    <metric name="dp.final_hpwl" unit="um">5100</metric>
    <metric name="pre_cts_ws" unit="ns">1.33</metric>
    <metric name="portBuffers" unit="">31</metric>
    <metric name="detailed_place.area" unit="mm^2">0.00381</metric>
    <metric name="finalWeightedCongestion" unit="">0.797</metric>
  </group>
  <group name="worst_hold_path">
    <metric name="worstHoldPathType" unit="">input port to asynchronous set/reset pin</metric>
  </group>
  <group name="drt">
    <metric name="route.detailed.drc" unit="">0</metric>
    <metric name="first_iter_violations" unit="">83</metric>
    <metric name="antenna_viol_nets_final" unit="">0</metric>
    <metric name="via_per_inst" unit="">5.49</metric>
    <metric name="first_pass_iters" unit="">4</metric>
    <metric name="wire_per_inst" unit="um">14.6</metric>
    <metric name="antenna-diode-count" unit="">0</metric>
    <metric name="vias" unit="">2548</metric>
    <metric name="postRouteWirelength" unit="um">6790</metric>
  </group>
  <group name="cells_and_area">
    <metric name="layout.cells.most_common_list" unit="">51 x sky130_fd_sc_hd__dfrtp_1, 33 x sky130_fd_sc_hd__ha_1, 30 x sky130_fd_sc_hd__clkdlybuf4s50_1</metric>
    <metric name="post-route-cell-area" unit="mm^2">0.00393</metric>
    <metric name="layout_top_cell" unit="">sky130_fd_sc_hd__dfrtp_1</metric>
    <metric name="final_layout_size_suffix_gt1_frac" unit="">0.109</metric>
    <metric name="syn_to_final_growth" unit="%">15.6</metric>
  </group>
  <group name="job">
    <metric name="max_cap_violations" unit="">0</metric>
    <metric name="warning_count" unit="">25</metric>
  </group>
  <group name="power">
    <metric name="leakage" unit="nW">1.84</metric>
    <metric name="ir_drop" unit="mV">0.172</metric>
    <metric name="power.density" unit="mW/mm^2">305</metric>
  </group>
</metrics>
==> state kept, by name, indices dropped and copies added (netlist names) <==
signal	cells
comp_c	16
comp_int	16
tx_data_int	8
state	5
bit_c	4
stop_sel_int	2
tx_req_ack	1
uart_tx	1
==> worst max-delay path by stage <==
stage	endpoint	slack, ns	from
CTS	comp_c[5]	1.39	comp_c[11]
global route	tx_data_int[2]	1.22	comp_c[1]
finish	comp_c[5]	1.38	comp_c[11]
==> cells in the mapped netlist, types with 3 or more instances <==
cell and count:
sky130_fd_sc_hd__a211oi_1 5, sky130_fd_sc_hd__a21o_1 11, sky130_fd_sc_hd__a21oi_1 14, sky130_fd_sc_hd__a22o_1 19
sky130_fd_sc_hd__a31oi_1 3, sky130_fd_sc_hd__and3_1 10, sky130_fd_sc_hd__clkbuf_1 5, sky130_fd_sc_hd__dfrtp_1 51
sky130_fd_sc_hd__ha_1 33, sky130_fd_sc_hd__inv_1 19, sky130_fd_sc_hd__mux2_1 7, sky130_fd_sc_hd__mux2i_1 9
sky130_fd_sc_hd__nand2_1 26, sky130_fd_sc_hd__nand3_1 15, sky130_fd_sc_hd__nand4_1 3, sky130_fd_sc_hd__nor2_1 17
sky130_fd_sc_hd__nor2b_1 5, sky130_fd_sc_hd__nor3_1 3, sky130_fd_sc_hd__nor3_2 5, sky130_fd_sc_hd__o21ai_0 10
sky130_fd_sc_hd__o21ai_1 8, sky130_fd_sc_hd__o311ai_2 5
==> logic make-up (layout without fill, tap and decap cells) <==
| group | Yosys count | after routing | synth area share |
|---|---|---|---|
| and+or+nand+nor | 101 | 101 | 0.176 |
| buffers and inverters | 29 | 62 | 0.0357 |
| DFF | 53 | 53 | 0.391 |
| muxes | 18 | 18 | 0.0563 |
| adders and majority gates | 33 | 33 | 0.121 |
| xor gates and xnor gates | 2 | 2 | 0.00515 |
| AOI/OAI and AO/OA | 90 | 90 | 0.215 |
==> worst reg2reg max path, stage by stage, from the launching register on <==
cell,delay [ns]
sky130_fd_sc_hd__dfrtp_1,0.49
sky130_fd_sc_hd__ha_1,0.33
sky130_fd_sc_hd__a21oi_1,0.15
sky130_fd_sc_hd__o21ai_1,0.10
sky130_fd_sc_hd__a2111oi_1,0.56
sky130_fd_sc_hd__nand3_2,0.23
sky130_fd_sc_hd__a21oi_4,0.45
sky130_fd_sc_hd__nand3_1,0.20
sky130_fd_sc_hd__o311ai_4,0.11
==> power breakdown <==
| group | switching [W] | leakage, nW | internal, W |
|---|---|---|---|
| clock | 0.000176 | 0.0585 | 0.000199 |
| sequential | 0.0000276 | 0.713 | 0.000554 |
| combinational | 0.000127 | 1.07 | 0.000114 |
==> area by class of cell <==
cell class,count,area [um^2]
fill,744,4290
multi-input combinational,244,1950
sequential,53,1330
timing repair buffer,34,328
tap,105,131
clock buffer,7,86.3
inverter,20,75.1
clock inverter,1,30.0
==> metal layers <==
layer  up-vias  routed length [um]  part of all wire  GRT usage
met4         0                  60            0.0088     0.0115
met2        31                3140              0.46      0.280
li1       1283                   -                 -          -
met3         5                 188             0.028     0.0214
met1      1229                3390              0.50      0.272
met5         -                   0                 0          0
==> through the flow <==
stage           util  power, W  cells
2_1_floorplan      -  0.000755    326
3_3_place_gp   0.464  0.000834    456
3_5_place_dp   0.464  0.000836    456
4_1_cts        0.478   0.00121    464
5_1_grt        0.478   0.00126    464
6_report       0.478   0.00120    464
No activity file was given, so power comes from the tool's default toggle rates.
